--- design/flow/design.v ---
`timescale 1ns / 1ps
module hdr_counter (
  input clk,
  input rst,
  input set_zero, 
  input incr,
  input [5:0] ref_value_mgmt,
  output last_flag,
  output reg [5:0] rd_ptr
);
  wire setzero_or_rst;
 assign setzero_or_rst = set_zero || rst;
always @(posedge clk)
if (setzero_or_rst) begin
 rd_ptr <= 6'b0;
 end else if (incr) begin
 rd_ptr <= rd_ptr + 1;
 end
  assign last_flag = (rd_ptr == ref_value_mgmt)? 1 : 0;                   
endmodule
--- design/flow/run.sh ---
#!/bin/bash
# OpenROAD 26Q1-2900-gdf79404cd8, Yosys 0.63+post, stock flow scripts
make -C /OpenROAD-flow-scripts/flow DESIGN_CONFIG=/design/flow/config.mk WORK_HOME=/design/flow/orfs finish
--- design/flow/config.mk ---
export PLATFORM = sky130hd
export DESIGN_NAME = hdr_counter
export DESIGN_NICKNAME = hdr_counter
export VERILOG_FILES = /design/flow/design.v
export SDC_FILE = /design/flow/constraint.sdc
export NUM_CORES = 4
export LEC_CHECK = 1
export CORE_AREA = 10 10 70 70
export DIE_AREA = 0 0 80 80
--- design/flow/constraint.sdc ---
current_design hdr_counter

set clk_period 2.3
set clk_io_pct 0.2

create_clock -name clk0 -period $clk_period [get_ports {clk}]

set non_clock_inputs [all_inputs -no_clocks]
set_input_delay [expr $clk_period * $clk_io_pct] -clock clk0 $non_clock_inputs
set_output_delay [expr $clk_period * $clk_io_pct] -clock clk0 [all_outputs]
==> job_summary.md <==
### Flow metrics

| Metric | Value |
|---|---|
| TritonCTS clock tree | built |
| Ratio of routed vias to standard cells | 2.86 |
| Data required time at the worst endpoint | 1.84 ns |
| HPWL after detailed placement | 697 um |
| Clock Latency Late Sink | 0.23 ns |
| Number of warnings in the stage logs | 25 |
| Share of flip-flops with an asynchronous set or reset | 0% |
| Cell total in the yosys stat output | 34 |
| Met2 wire len | 310 um |
| Family with the most delay on the worst path | buffers and inverters |
| Post-Syn Area | 313 um2 |
| Core Density at Floorplan | 9.16% |
| Initial antenna violation count | 0 |
| Highest signal layer in the routed design | met4 |
| Max-cap viol count | 0 |
| Total GRT Usage | 2.39% |
| Crit Path Category | primary input to output port |
| Pin count of the biggest net entering global routing | 7 |
| Via count | 280 |
| Reg2Reg Capture Point | rd_ptr[5]$_SDFFE_PP0P_ |
| Crit path launch type | primary input |
| Critical Path Sink Type | output port |
| Number of enable-type register cells in the synthesized netlist | 0 |
| Cell types with the highest counts after synthesis | sky130_fd_sc_hd__dfxtp_1 (6), sky130_fd_sc_hd__nor2_1 (5), sky130_fd_sc_hd__xnor2_1 (5), sky130_fd_sc_hd__xor2_1 (5) |
| Final critical-path setup slack | 0.445 ns |
| Commonest register cell after synthesis | sky130_fd_sc_hd__dfxtp_1 |
| Max incr delay on CP | 0.47 ns |
| CTS Root Cell | sky130_fd_sc_hd__clkbuf_4 |
| Met3 wire length | 107 um |
| Final Setup Violations | 0 |
| Flip-flop count of the largest register, all copies and words added | 6 |
| Run status | complete, no violations |
| Critical path arrival | 1.39 ns |
| Levels on crit path | 5 |
| Highest ir drop seen on vdd | 0.0684 mV |
| X dimension of the die | 80 um |
| Startpoint of the lowest-slack hold path | rd_ptr[5]$_SDFFE_PP0P_ |
| Area of the synthesized netlist per yosys stat | 313 um2 |
| Unrepaired setup endpoints after global routing | no |
| Total of flip-flops plus latches after synthesis | 6 |
| Placement row count | 21 |
| Starting DRC count in detailed routing | 2 |
| HP Class | flop to flop |
| Buffers plus inverters on the worst setup path | 2 |
| Crit Path Max Fanout | 1 |
| Number of nets with antenna violations after routing | 0 |
| Number of buffers inserted by port buffering | 16 |
| Share of the yosys chip area belonging to registers | 38.4% |
| First-pass GRT wire length | 1270 um |
| Core Area | 3420 um2 |
| Top achievable clock speed | 0.539 GHz |
| Syn-to-layout area delta | 76.4% |
| CTS hold repair buffers | 0 |
| Mean post-synth cell area | 9.20 um2 |
| Slack of the worst reg-to-reg path | 1.13 ns |
| Biggest registers after layout | rd_ptr (6) |
| Clock sink total | 6 |
| Most used standard cell by instance count after synthesis | sky130_fd_sc_hd__dfxtp_1 |
| Number of buffers between clock root and the deepest sink | 2 |
| First-pass detailed-route iteration total | 2 |
| Worst reg2reg path startpoint | rd_ptr[0]$_SDFFE_PP0P_ |
| Post-Route Hold Slack | 0.526 ns |
| Clock skew | 0.00139 ns |
| Wirelength per Cell | 8.44 um |
| Number of H-tree levels | 1 |
| Vias in the first global route | 284 |
| Setup slack after placement | 0.0615 ns |
| PD cells | 416 nW/um2 |
| Dominant cell area share | 38.4% |
| Cell with the largest stage delay on the worst path | sky130_fd_sc_hd__clkdlybuf4s50_1 |
| Number of design rule violations left after detail routing | 0 |
| Setup crit end | last_flag |
| Top reg by flops | rd_ptr |
| Full die area | 6400 um2 |
| Launch point of the worst path | ref_value_mgmt[0] |
| Total clock buffers created by CTS | 3 |
| Final number of hold-violating endpoints | 0 |
| Cell taking the most area after synthesis | sky130_fd_sc_hd__dfxtp_1 |
| Vertical die size | 80 um |
| Cell variety after synth | 15 |
| Leakage | 0.000208 uW |
| Utilization of the core after routing | 16.2% |
| R2R depth | 3 |
| Top cells by area in the synthesized netlist | sky130_fd_sc_hd__dfxtp_1 (38%), sky130_fd_sc_hd__xnor2_1 (14%), sky130_fd_sc_hd__xor2_1 (14%), sky130_fd_sc_hd__nor2_1 (6.0%), sky130_fd_sc_hd__ha_1 (4.0%) |
| Final critical delay including setup and external delays | 1.85 ns |
| Number of antenna repair diodes | 0 |
| Ratio of final minimum period to clock period | 80.6% |
| Count of mapped cells out of synthesis | 34 |
| Setup_tns | 0 ns |
| Placer congestion estimate | 0.784 |
| Worst rel slew slack | 84.5% |
| Layout cell share with drive strength beyond 1 | 9.62% |
| Max-slew violations | 0 |
| Clock input transition at the sequential cells of the worst setup and hold paths | 0.04 ns |
| Post-Route WL | 827 um |
| Cell chain of the critical path | clkdlybuf4s50_1 > xnor2_1 > nand4_1 > nor3_1 > dlymetal6s2s_1 |
| Sum of routed wire segments on met1 | 374 um |
| Synthesis Warnings | 1 |
| Number of placed I/O pins | 17 |
| Slew @ Worst Pin | 0.233 ns |
| Total global routing overflow | 0 |
-- tightest hold or removal path: cells and delay by family (launching register included) --
| kind | cells | cell delay (ns) |
|---|---|---|
| flip-flops | 1 | 0.32 |
| AND-OR/OR-AND | 2 | 0.15 |
-- timing repair --
| action | in CTS | in global routing |
|---|---|---|
| endpoints found under the setup margin | 0 | 1 |
| resized | 0 | 1 |
| buffers inserted | 0 | 0 |
-- how the worst min path moves through the flow --
stage	to	slack, ns	cells past startpoint
CTS	rd_ptr[5]$_SDFFE_PP0P_	0.53	2
global route	rd_ptr[5]$_SDFFE_PP0P_	0.57	2
finish	rd_ptr[5]$_SDFFE_PP0P_	0.53	2
-- layout by cell type, fill, tap and decap left out, drive strengths merged --
master         synthesis  layout
or2                    1       1
xor2                   5       5
clkbuf                 1       3
nand2                  2       2
o21ai                  1       1
ha                     1       1
clkdlybuf4s50          0      15
a21oi                  1       1
dlymetal6s2s           0       1
mux2i                  1       1
or3                    1       1
nand4                  3       3
nor3                   1       1
dfxtp                  6       6
nor2                   5       5
xnor2                  5       5
-- where the power goes --
part / switching, uW / leakage [uW] / internal, uW
logic: 8.93 / 0.000146 / 22.3
registers: 2.18 / 0.0000485 / 106
clock network: 32.1 / 0.0000138 / 58.6
total: 43.2 / 0.000208 / 187
-- cells by family after synthesis --
kind of cell    after synthesis  share of synthesized area [%]
simple gates                 13                           22.0
xor+xnor                     10                           28.0
flops                         6                           38.4
compound gates                2                           3.20
buf+inv                       1                           1.20
mux                           1                           3.20
fa+ha+maj                     1                           4.00
-- area by class of cell --
| type | count | area, um2 |
|---|---|---|
| multi-input cells | 27 | 189 |
| clock buffers | 3 | 22.5 |
| fillers | 385 | 2860 |
| repair buffers | 16 | 163 |
| flip-flops and latches | 6 | 120 |
| well taps | 46 | 57.6 |
-- through the flow --
stage	std cells	total power, uW	instance area [um2]
after CTS	98	237	549
after global placement	95	141	527
final	98	230	552
after global routing	98	246	552
after detailed placement	95	142	527
after floorplan	34	120	313
-- metal layers --
metal | up-vias | track usage (%)
met5 | - | 0
met4 | 0 | 1.58
met3 | 2 | 1.14
met2 | 14 | 3.21
met1 | 114 | 2.96
li1 | 150 | -
Power figures rest on the tool's default switching activity, not on a simulated workload.
